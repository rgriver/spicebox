===== design/flow/run.sh =====
#!/bin/bash
# OpenROAD 26Q1-2900-gdf79404cd8, Yosys 0.63+post, stock flow scripts
make -C /OpenROAD-flow-scripts/flow DESIGN_CONFIG=/design/flow/config.mk WORK_HOME=/design/flow/orfs finish

===== design/flow/config.mk =====
export PLATFORM = sky130hd
export DESIGN_NAME = acquisition_memory
export DESIGN_NICKNAME = acquisition_memory
export VERILOG_FILES = /design/flow/design.v
export SDC_FILE = /design/flow/constraint.sdc
export NUM_CORES = 4
export LEC_CHECK = 1
export CORE_UTILIZATION = 30
export SYNTH_MEMORY_MAX_BITS = 65536

===== design/flow/constraint.sdc =====
current_design acquisition_memory

set clk_period 37.9
set clk_io_pct 0.2

create_clock -name clk0 -period $clk_period [get_ports {clk}]

set non_clock_inputs [all_inputs -no_clocks]
set_input_delay [expr $clk_period * $clk_io_pct] -clock clk0 $non_clock_inputs
set_output_delay [expr $clk_period * $clk_io_pct] -clock clk0 [all_outputs]

===== design/flow/design.v =====
`timescale 1ns / 1ps
module acquisition_memory(
    input logic clk,
    input reset,
    input refresh,
    input logic [10:0] r_addr,
    input logic [11:0] din,
    input logic [11:0] level,
    output logic [11:0] dout,
    output logic [11:0] v_max, v_min
    );
    logic [11:0] ram [0:767];
    logic [11:0] w_addr;
    logic trigger;
    logic q1, q2;
    logic [10:0] trigger_addr, r_addr_x;
    logic [11:0] v_max2, v_min2;
    always_ff @(posedge clk) begin
        q1 <= (din > level);
        q2 <= q2;
    end
    assign trigger = q1 & ~q2;
    always_ff @(posedge clk) begin
        if ((trigger) && (w_addr == 767)) begin
            v_max <= v_max2;
            v_max2 <= 0;
        end else if (din > v_max2) begin
            v_max2 <= din;
        end
    end
    always_ff @(posedge clk) begin
        if ((trigger) && (w_addr == 767)) begin
            v_min <= v_min2;
            v_min2 <= 0;
        end else if (din < v_min2) begin
            v_min2 <= din;
        end
    end
    always_ff @(posedge clk) begin
        if (trigger) begin
            trigger_addr <= w_addr;
        end 
    end
    always_ff @ (posedge clk) begin
        if (reset)
            w_addr <= 0;
        else if ((trigger) && (w_addr == 767))  
            w_addr <= 0;
        else if (w_addr < 767)
            w_addr <= w_addr + 1;
    end
    always_ff @(negedge clk) begin
        ram[w_addr] <= din; 
    end
    assign dout = ram[r_addr];
endmodule

==> results.toml <==
# physical design summary
[synthesis]
syn-cell-area_um2 = 356000
ys_async_sr_fraction_pct = 0
ys_seq_share_pct = 77.82
ys_chip_area_um2 = 356000
ys_types = 81
yosys-stat-cells = 16040
ff_type = "edfxtp_1"
ys.flops = 9228
syn_avg_cell_area_um2 = 22.19
synth_cells = 16040
edf_count = 9216
yosysWarnings = 1

[power_and_ir_drop]
p_sw_mw = 6.979
pwr-share-comb_pct = 4.0
p_per_area_nw_per_um2 = 56.95
p_leak_nw = 178.2
vdd_drop_max_uv = 54.91
p_seq_share_pct = 44.3
p_int_mw = 18.56
clkPwrFrac_pct = 51.7
report.power.total_mw = 25.54
switching_share_pct = 27.32

[floorplan]
die_x_um = 1091
initial_utilization_pct = 30.12
die_h_um = 1091
core_area_um2 = 1182000
io-pin-count = 74
num_rows = 399
fp.dieArea_um2 = 1191000

[layout]
area_growth_pct = 26.00
layout_top_cells = "inv_1, edfxtp_1, mux4_2, buf_4, clkbuf_16"
utilization_pct = 37.96
final_cells = 43120
seq_area_um2 = 277000
drive_gt1_share_pct = 18.95
lay_top_count = "inv_1"
logic_area_um2 = 73790
fillers = 104200

[worst_setup_path]
worstPathArrival_ns = 24.34
criticalPathCategory = "reg2out"
worstPathMaxFanout = 6
startpoint_type = "flop"
critPathRequiredTime_ns = 30.32
endpoint_kind = "output port"

[min_path]
hp-class = "reg2reg"

[final_timing]
tightest_slew_ns = 1.120
rsz0062_at_grt = "false"
fin_tns_setup_ns = 0
hold-worst-slack_ns = 0.4806
finalClockSkew_ns = 0.1610
finalHoldViolCount = 0
setup_violations = 0
max_slew_margin_pct = 24.94
drv_slew = 0

[routing]
remaining_drc_errors = 0
drtAntennaViolNets = 0
drt-pass1-iter-count = 9
drt-vias-per-instance = 4.642
post_drt_wl_per_cell_um = 22.68
finalWirelength_um = 978100
vias = 200200
drt_iter0_markers = 12250

[clock_tree]
cts_tree = "yes"
clk_latency_ns = 1.20
cts_made_buffers = 927
cts-root-buf = "clkbuf_16"
cts.clk_slew.worst_paths_ns = 0.06
cts_hold_buf = 0
cts-resized-gates = 0
post_cts_buffers = 0
clock_sinks = 9228
clockBufferDepth = 4
htreeDepth = 6

[place]
gp_congestion = 0.8927
dp_hpwl_um = 581500
numPortBuffers = 35
dpl.cell_count = 32080

[global_route]
grt-ovfl-total = 0
antenna_found_initial = 63
grt_max_degree = 114
grt_pass1_wl_um = 1413000
grt_pass1_vias = 232000
grt.total_usage_pct = 17.51

[run]
maxCapViolCount = 0
warnings = 1062

[status]
status = "finished clean"
-- cell type report --
type / instances / share of cell area [%]
multi-input cells: 5816 / 16.45
repair buffers: 1392 / 2.450
flip-flops and latches: 9228 / 61.76
well taps: 15640 / 4.363
inverters: 8 / 0.01227
diodes: 112 / 0.06249
clock inverters: 9996 / 9.704
clock buffers: 932 / 5.200
-- cells by family (layout without fill, tap and decap cells) --
group,count (synthesis),after routing,share of synthesized area [%]
compound gates,1207,1207,2.368
xor+xnor,8,8,0.01969
fa+ha+maj,4,4,0.01406
buf+inv,1018,12330,1.652
flops,9228,9228,77.82
mux,2987,2987,16.27
other cells,1,136,0.001054
simple gates,1586,1586,1.855
-- through the flow --
| stage | instance area (µm²) | setup slack (ns) |
|---|---|---|
| 2_1_floorplan | 356000 | 9.439 |
| 3_3_place_gp | 381400 | 7.125 |
| 3_5_place_dp | 381400 | 7.205 |
| 4_1_cts | 448200 | 5.983 |
| 5_1_grt | 448400 | 5.605 |
| 6_report | 448500 | 5.976 |
-- routing by layer --
metal,wire length [µm],global-route usage (%),up-vias
li1,-,-,89040
met1,302900,16.55,98060
met2,456200,24.45,11340
met5,3294,1.796,-
met3,178800,16.90,1653
met4,36940,8.755,92
-- synthesized netlist by cell type (38+ instances only) --
cell | count | area (µm²)
nand2_1 | 348 | 1306
a21oi_1 | 223 | 1116
nor3_1 | 65 | 325.3
nor2b_1 | 41 | 256.5
o22ai_1 | 139 | 869.6
nand3_1 | 110 | 550.5
nor2_1 | 905 | 3397
mux4_2 | 2209 | 49750
buf_1 | 84 | 315.3
buf_4 | 113 | 848.3
buf_2 | 281 | 1406
a22o_1 | 38 | 332.8
a211oi_1 | 69 | 518.0
buf_6 | 77 | 867.1
o21ai_0 | 175 | 875.8
clkbuf_1 | 398 | 1494
o221ai_1 | 172 | 1506
a221oi_1 | 87 | 762.0
a22oi_1 | 153 | 1149
mux2i_1 | 730 | 7307
edfxtp_1 | 9216 | 276700
-- registers in the layout, summed over array words and instances, names as in the netlist --
name	cells
w_addr	12
ram	9216
-- path summary, 6_finish.rpt --
| kind | cells after the start | slack (ns) | endpoint | start |
|---|---|---|---|---|
| min reg2reg | 1 | 0.48 | w_addr[11]$_SDFFE_PP0N_ | w_addr[11]$_SDFFE_PP0N_ |
| max | 11 | 5.98 | dout[5] | ram[511][5]$_DFFE_NP_ |
| min | 1 | 0.48 | w_addr[11]$_SDFFE_PP0N_ | w_addr[11]$_SDFFE_PP0N_ |
| max reg2reg | 7 | 14.81 | ram[354][1]$_DFFE_NP_ | w_addr[0]$_SDFFE_PP0N_ |
-- worst max-delay path, stage by stage (launching register included) --
cell and delay [ns]:
edfxtp_1 0.32, mux2i_1 0.07, o221ai_1 0.56, a21oi_1 0.28, a2111oi_2 0.77, a31oi_1 0.23, nor4_1 0.34, buf_4 0.20
o21ai_0 0.33, o211ai_1 0.32, buf_4 0.33, clkdlybuf4s50_1 0.52
-- power groups by stage --
stage	sequential [mW]	combinational [mW]	clock (mW)
5_1_grt	11.3	1.08	14.8
6_report	11.3	1.02	13.2
4_1_cts	11.3	1.03	13.6
Power is estimated from default activity; no workload was simulated.
