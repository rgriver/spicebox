`/design/flow/run.sh`:
```
#!/bin/bash
# OpenROAD 26Q1-2900-gdf79404cd8, Yosys 0.63+post, stock flow scripts
make -C /OpenROAD-flow-scripts/flow DESIGN_CONFIG=/design/flow/config.mk WORK_HOME=/design/flow/orfs finish
```
`/design/flow/config.mk`:
```
export PLATFORM = sky130hd
export DESIGN_NAME = waveform_display
export DESIGN_NICKNAME = waveform_display
export VERILOG_FILES = /design/flow/design.v
export SDC_FILE = /design/flow/constraint.sdc
export NUM_CORES = 4
export LEC_CHECK = 1
export CORE_UTILIZATION = 40
```
`/design/flow/constraint.sdc`:
```
current_design waveform_display

set clk_period 6.8
set clk_io_pct 0.2

create_clock -name clk0 -period $clk_period [get_ports {clk}]

set non_clock_inputs [all_inputs -no_clocks]
set_input_delay [expr $clk_period * $clk_io_pct] -clock clk0 $non_clock_inputs
set_output_delay [expr $clk_period * $clk_io_pct] -clock clk0 [all_outputs]
```
`/design/flow/design.v`:
```
`timescale 1ns / 1ps
module waveform_display(
    input clk, reset,
    input [1:0] v_scaling,
    input logic [11:0] data,
    input logic up, down,
    input logic [10:0] x, 
    input logic [9:0] y,
    output logic waveform_on
    );
    logic [12:0] ndata;   
    logic [10:0] count;
    logic refresh;
    assign refresh = (x == 0) && (y == 770);
    parameter ALT = 300;
    always_ff @(posedge clk) begin
        if (reset)
            count <= 0;
        else if (refresh) begin
            if (up)
                count <= count - 1;
            else if (down)
                count <= count + 1;
        end
    end
    always_comb begin
        case (v_scaling)
            0: ndata = data;
            1: ndata = data/2;
            2: ndata = data/4;
            3: ndata = data/8;
            default: ndata = data;
        endcase
    end
    always_comb begin
        if ((x <= 770) && (x >= 20) && (y >= 20) && (y <= 620))
            waveform_on = ({2'b00, y} == (~ndata + count));
        else
            waveform_on = 0;
    end
endmodule
```
==> impl_metrics.env <==
# physical design summary
export IMPL_tightest_slew_ps=526
export IMPL_wl_per_cell_um=14.3
export IMPL_chipArea_um2=4820
export IMPL_max_freq_ghz=0.158
export IMPL_grt_max_degree=17
export IMPL_synth_cells=236
export IMPL_hold_viol_final=0
export IMPL_ys_flops=11
export IMPL_grt_first_pass_wirelength_mm=8.05
export IMPL_lay_top_count="clkdlybuf4s50_1"
export IMPL_status="completed"
export IMPL_diodes=0
export IMPL_rsz0062_at_grt="no"
export IMPL_dp_hpwl_mm=3.83
export IMPL_reg_top3="count: 11 flops"
export IMPL_hp_class="reg -> reg"
export IMPL_io_pins=40
export IMPL_ys_seq_share_pct=12.1
export IMPL_grtUsageTotal_pct=20.5
export IMPL_drv_cap=0
export IMPL_syn_to_final_growth_pct=27.6
export IMPL_port_buffer_count=39
export IMPL_nFillCells=414
export IMPL_yosys_warnings=1
export IMPL_p_per_area_nw_per_um2=96.3
export IMPL_largest_register="count"
export IMPL_fin_tns_setup_ps=0
export IMPL_numCtsBuffers=3
export IMPL_path_clk_slew_ps=50
export IMPL_cp_required_ps=5440
export IMPL_clock_skew_ps=2.78
export IMPL_cts_resized=0
export IMPL_largest_register_ffs=11
export IMPL_lay_top_cells="39 x clkdlybuf4s50_1, 24 x nand2_1, 23 x nor2_1, 20 x ha_1, 18 x a21oi_1"
export IMPL_ff_type="dfxtp_1"
export IMPL_maxSlewViolCount=0
export IMPL_coreArea_um2=4350
export IMPL_clock_sinks=11
export IMPL_relSlewSlack_pct=64.8
export IMPL_grt_overflow=0
export IMPL_cp_data_arrival_time_ps=4990
export IMPL_drtPass1Iterations=4
export IMPL_clock_latency_ps=240
export IMPL_worstSetupEndpointType="output pin"
export IMPL_die_h_um=69.4
export IMPL_viasPerCell=5.58
export IMPL_yosysUniqueCellTypes=53
export IMPL_drive_gt1_share_pct=6.52
export IMPL_finalSetupViolations=0
export IMPL_rows=24
export IMPL_synth_edff_count=0
export IMPL_period_needed_ps=6350
export IMPL_worstSetupPathType="in -> out"
export IMPL_cts_setup_buffers=0
export IMPL_p_leak_nw=0.943
export IMPL_path_cells="clkdlybuf4s50_1, buf_4, mux2i_1, nor2_1, a21oi_1, ha_1, fa_1, xor2_1, a2111oi_0, nand2_1, a2111oi_0, nand4_1, nor4_1, clkdlybuf4s50_1"
export IMPL_drt_initial_drc_count=63
export IMPL_max_stage_delay_ps=510
export IMPL_vias=1830
export IMPL_worstPathMaxFanout=14
export IMPL_ir_drop_uv=56.8
export IMPL_cts_tree="built"
export IMPL_ys_async_sr_fraction_pct=0
export IMPL_warning_count=25
export IMPL_ant_nets=0
export IMPL_finalPower_w=0.000223
export IMPL_root_buffer="clkbuf_8"
export IMPL_cts_hold_buf=0
export IMPL_syn_area_um2=1820
export IMPL_avgSynthCellArea_um2=7.70
export IMPL_gp_congestion=0.811
export IMPL_yosysChipArea_um2=1820
export IMPL_routed_wirelength_mm=4.70
export IMPL_drc=0
export IMPL_startpoint_type="input pin"
export IMPL_cts_htree_levels=1
export IMPL_antenna_found_initial=0
export IMPL_ctsLongestPathBuffers=2
export IMPL_grt_pass1_vias=1736
export IMPL_finalClockPeriodUsage_pct=93.4
export IMPL_ys_cells=236
export IMPL_critPathSlowestCell="clkdlybuf4s50_1"
export IMPL_die_x_um=69.4
export IMPL_fp_util_pct=41.7
report_power, final:
group / internal (W) / switching (W) / total (W)
Combinational: 0.0000491 / 0.0000423 / 0.0000914
Sequential: 0.0000645 / 0.0000000000444 / 0.0000645
Clock: 0.0000413 / 0.0000261 / 0.0000674
Total: 0.000155 / 0.0000683 / 0.000223
critical path, delay by kind of cell:
kind                       cells  cell delay [ps]
AOI/OAI and AO/OA              3              860
muxes                          1              210
and+or+nand+nor                4              580
xor gates and xnor gates       1              150
adders and majority gates      2              630
buffers and inverters          3             1210
stage by stage:
step,instance area [um2],hold slack (ps),setup slack (ps),util (%),std cells
after detailed placement,2270,481,428,52.2,324
after global routing,2320,538,58.0,53.2,328
after floorplan,1820,453,1530,-,236
after global placement,2270,473,466,52.2,324
final,2320,487,451,53.2,328
after CTS,2320,489,408,53.2,328
Yosys cell counts (5+ instances only):
library cell	number	area [um2]
nand2_1	24	90.1
nor2_1	23	86.3
ha_1	20	250
a21oi_1	18	90.1
xnor2_1	16	140
inv_1	13	48.8
dfxtp_1	11	220
o21ai_0	10	50.1
nor2b_1	6	37.5
nor3_1	6	30.0
a21o_1	5	37.5
mux2i_1	5	50.1
o21a_1	5	37.5
final timing paths:
check                             startpoint  cells after the start  slack [ps]           to
worst max-delay path            v_scaling[1]                     14         450  waveform_on
worst min-delay path                count[4]                      2         490     count[4]
worst max register to register      count[1]                      8        4320    count[10]
worst min register to register      count[4]                      2         490     count[4]
metal layers:
| layer | track usage (%) | part of all wire (%) |
|---|---|---|
| met1 | 33.2 | 51 |
| met2 | 31.1 | 43 |
| met3 | 2.06 | 4.6 |
| met4 | 1.81 | 1.1 |
| met5 | 0 | 0 |
area by class of cell:
| cell class | count | area, um2 | area share (%) |
|---|---|---|---|
| flip-flops and latches | 11 | 220 | 9.50 |
| clock buffers | 4 | 45.0 | 1.94 |
| multi-input cells | 206 | 1530 | 65.8 |
| repair buffers | 42 | 413 | 17.8 |
| inverters | 13 | 48.8 | 2.10 |
| well taps | 52 | 65.1 | 2.81 |
cells by family (layout without fill, tap and decap cells):
kind of cell / Yosys count / count (layout) / synth area share [%]
AOI/OAI and AO/OA: 69 / 69 / 26.0
xor gates and xnor gates: 19 / 19 / 9.16
adders and majority gates: 22 / 22 / 16.0
buffers and inverters: 19 / 59 / 4.20
DFF: 11 / 11 / 12.1
muxes: 12 / 12 / 8.95
and+or+nand+nor: 84 / 84 / 23.6
