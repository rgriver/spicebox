==> ./design.v <==
`timescale 1ns / 1ps
module vga_sync(
    input logic clk, reset,
    output logic hsync, vsync,
    output logic [10:0] x,
    output logic [9:0] y,
    output logic vidon
    );
    parameter HACTIVE = 11'd1024;
    parameter HFP = 11'd24;
    parameter HSYN = 11'd126;
    parameter HBP = 11'd160;
    parameter HMAX = HACTIVE + HFP + HBP + HSYN;
    parameter VACTIVE = 10'd768;
    parameter VFP = 11'd3;
    parameter VSYN = 11'd6;
    parameter VBP = 11'd29;
    parameter VMAX = VACTIVE + VFP + VBP + VSYN;
    always @(posedge clk, posedge reset) begin
        if (reset) x <= 11'b0;
        else if (x == HMAX) x <= 11'b0;
        else x <= x + 11'b1;
    end
    always @(posedge clk, posedge reset) begin
        if (reset)
            y <= 10'b0;
        else if (x == HMAX) begin
            if (y == VMAX) y <= 10'b0;
            else y <= y + 10'b1; 
        end else y <= y;
    end
    assign hsync = ~((x >= HACTIVE + HBP) & (x < HACTIVE + HBP + HSYN));
    assign vsync = ~((y >= VACTIVE + VBP) & (y < VACTIVE + VBP + VSYN));
    assign vidon = ((x < HACTIVE) & (y < VACTIVE));
endmodule
==> ./run.sh <==
#!/bin/bash
# OpenROAD 26Q1-2900-gdf79404cd8, Yosys 0.63+post, stock flow scripts
make -C /OpenROAD-flow-scripts/flow DESIGN_CONFIG=/design/flow/config.mk WORK_HOME=/design/flow/orfs finish
==> ./config.mk <==
export PLATFORM = sky130hd
export DESIGN_NAME = vga_sync
export DESIGN_NICKNAME = vga_sync
export VERILOG_FILES = /design/flow/design.v
export SDC_FILE = /design/flow/constraint.sdc
export NUM_CORES = 4
export LEC_CHECK = 1
export CORE_AREA = 10 10 92 92
export DIE_AREA = 0 0 102 102
==> ./constraint.sdc <==
current_design vga_sync

set clk_period 3.4
set clk_io_pct 0.2

create_clock -name clk0 -period $clk_period [get_ports {clk}]

set non_clock_inputs [all_inputs -no_clocks]
set_input_delay [expr $clk_period * $clk_io_pct] -clock clk0 $non_clock_inputs
set_output_delay [expr $clk_period * $clk_io_pct] -clock clk0 [all_outputs]
==> impl_metrics.json <==
{
  "yosysWarnings": 1,
  "worst_ir_drop_vdd_mv": 0.1009,
  "path_cells": "inv_1 > ha_1 > nor2b_1 > nor3_1 > o21ai_0 > clkdlybuf4s50_1",
  "r2r_slack_ns": 1.26,
  "crit_type": "register to primary output",
  "drt-pass1-iter-count": 4,
  "synth-main-ff-cell": "dfrtp_1",
  "yosysChipArea_um2": 1205,
  "core_area_um2": 6459,
  "top_cell": "dfrtp_1",
  "synthCells": 119,
  "grt_pass1_vias": 884,
  "clkTransAtPathRegs_ns": 0.08,
  "finalWirelength_mm": 2.797,
  "antenna_left": 0,
  "fmax_mhz": 390.7,
  "maxSlewHeadroom_pct": 67.27,
  "arrival_ns": 1.88,
  "tool_warnings": 31,
  "pin_count": 26,
  "clock-root-buffer": "clkbuf_8",
  "synth_area_um2": 1205,
  "chipArea_um2": 10400,
  "synth-edff-count": 0,
  "drt-vias-per-instance": 4.135,
  "path_max_fanout": 7,
  "hp-class": "register to register",
  "overflow": 0,
  "fp-utilization_pct": 18.66,
  "synth-compound-area-share_pct": 6.854,
  "cts-buffers-inserted": 3,
  "ys_cells": 119,
  "worst-slew-pin-transition_ns": 0.4872,
  "synth.distinct_cells": 33,
  "syn2layout_area_growth_pct": 31.57,
  "insertedDiodeCount": 0,
  "syn_avg_cell_area_um2": 10.13,
  "clock_latency_ns": 0.26,
  "yosys.area.top_type_share_pct": 43.61,
  "skew_ns": 0.005593,
  "cts_resized": 0,
  "logic_family": "simple AND/OR/NAND/NOR gates",
  "hold_viol_final": 0,
  "hp-start": "x[0]",
  "cp_data_required_time_ns": 2.72,
  "post_cts_buffers": 0,
  "place_area_um2": 1540,
  "r2r_cells": 5,
  "cts_tree": "yes",
  "p_leak_nw": 0.6200,
  "ys_sh_simple_pct": 26.48,
  "r2r_start": "x[6]",
  "clock-sinks": 21,
  "period_needed_ns": 2.560,
  "grt.total_usage_pct": 5.378,
  "end_kind": "primary output",
  "drc": 0,
  "dr_total_vias": 922,
  "place_congestion": 0.8532,
  "antenna_found_initial": 0,
  "grt_pass1_wl_mm": 4.643,
  "drive_gt1_share_pct": 7.534,
  "slowest_stage": "clkdlybuf4s50_1",
  "fin_crit_sh_pct": 75.29,
  "cap_viol_max_count": 0,
  "clockBufferDepth": 2,
  "outcome": "finished, final reports clean",
  "topCellsByArea": "dfrtp_1, ha_1, xnor2_1",
  "synth.top_cells.by_count": "dfrtp_1, nor2_1, xnor2_1, ha_1, nand3_1",
  "rows": 29,
  "numPortBuffers": 25,
  "dp_hpwl_mm": 2.137,
  "top_area_cell": "dfrtp_1",
  "async_flop_share_pct": 100.0,
  "start_kind": "register",
  "setup_tns_ns": 0,
  "report.final.slew_viol_count": 0,
  "critPathMaxStageDelay_ns": 0.50,
  "hold_path_depth": 1,
  "grt_max_degree": 22,
  "ctsHoldBuffers": 0,
  "drt-initial-drc-count": 64,
  "rsz0062_at_grt": "false",
  "synth-seq-cells": 21,
  "crit_start": "y[0]",
  "die_y_um": 102,
  "die_width_um": 102,
  "fa_ha_area_share_pct": 7.269,
  "crit_path_end": "vsync",
  "num-fill-cells": 687,
  "h-tree-depth": 1,
  "postSynthSeqShare_pct": 43.61,
  "mux_share_pct": 3.011,
  "final_cell_area_um2": 1585,
  "setup_viol": 0,
  "rr_endpoint": "y[9]",
  "avgRoutedWirePerCell_um": 12.54,
  "ys_sh_xor_pct": 8.723,
  "p_per_area_nw_per_um2": 264.9
}
==> metrics by stage <==
step | util, % | std cells | hold WS (ns) | setup WS [ns] | power, W
2_1_floorplan | - | 119 | 0.4504 | 1.589 | 0.0002582
3_3_place_gp | 23.85 | 219 | 0.5174 | 1.099 | 0.0002623
3_5_place_dp | 23.85 | 219 | 0.5171 | 1.100 | 0.0002622
4_1_cts | 24.54 | 223 | 0.5295 | 0.7729 | 0.0004301
5_1_grt | 24.54 | 223 | 0.5602 | 0.6427 | 0.0004380
6_report | 24.54 | 223 | 0.5263 | 0.8402 | 0.0004200
==> worst min path at each step <==
stage	endpoint
after CTS	x[0]
after global routing	x[0]
final	x[0]
==> critical path: cells and delay by family (launching register included) <==
kind	cells	cell delay [ns]
buffers and inverters	2	0.63
and+or+nand+nor	2	0.18
adders and majority gates	1	0.14
DFF	1	0.46
AOI/OAI and AO/OA	1	0.21
==> metal layers <==
| metal | track usage (%) | routed length, um | vias up |
|---|---|---|---|
| met5 | 0 | 0 | - |
| met4 | 1.085 | 48 | 0 |
| met3 | 0.8180 | 88 | 2 |
| met2 | 8.247 | 1301 | 12 |
| met1 | 7.894 | 1359 | 435 |
| li1 | - | - | 473 |
==> cell usage in the layout, fill, tap and decap left out, types with 2 or more instances in the layout <==
master / n
clkbuf_8: 3
o21ai_1: 2
ha_1: 7
buf_4: 2
nor2b_1: 4
o21a_1: 3
xnor2_1: 9
nor3_1: 6
nand2_1: 5
nand4_1: 6
inv_1: 6
nand3_1: 7
nor2_1: 13
nor3b_1: 3
xor2_1: 3
o21ai_0: 2
dfrtp_1: 21
and4_1: 2
o21ai_2: 2
clkdlybuf4s50_1: 25
and3_1: 2
==> power breakdown <==
group / total [W] / switching [W] / leakage [nW] / internal (W)
combinational: 0.00000700 / 0.00000516 / 0.314 / 0.00000184
clock: 0.000163 / 0.0000801 / 0.0228 / 0.0000834
sequential: 0.000250 / 0 / 0.284 / 0.000250
total: 0.000420 / 0.0000853 / 0.620 / 0.000335
==> sequential cells by signal, summed over array words and instances, names as in the netlist <==
name	count
x	11
y	10
==> cell families (layout without fill, tap and decap cells) <==
family	count (synthesis)	in the layout
AOI/OAI and AO/OA	12	12
xor gates and xnor gates	12	12
buffers and inverters	10	37
adders and majority gates	7	7
muxes	3	3
DFF	21	21
and+or+nand+nor	54	54
==> area by class of cell <==
class | count | area (um^2) | share of cell area, %
multi-input cells | 88 | 630.6 | 39.78
flip-flops and latches | 21 | 525.5 | 33.15
repair buffers | 27 | 265.3 | 16.73
well taps | 77 | 96.34 | 6.077
clock buffers | 4 | 45.04 | 2.841
inverters | 6 | 22.52 | 1.421
Power is estimated from default activity; no workload was simulated.
